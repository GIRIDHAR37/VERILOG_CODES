[./config.mk]
export PLATFORM = sky130hd
export DESIGN_NAME = m4b
export DESIGN_NICKNAME = m4b
export VERILOG_FILES = /design/flow/design.v
export SDC_FILE = /design/flow/constraint.sdc
export NUM_CORES = 4
export LEC_CHECK = 1
export CORE_AREA = 10 10 70 70
export DIE_AREA = 0 0 80 80
[./constraint.sdc]
current_design m4b

set clk_period 9.4
set clk_io_pct 0.2

create_clock -name clk0 -period $clk_period

set non_clock_inputs [all_inputs -no_clocks]
set_input_delay [expr $clk_period * $clk_io_pct] -clock clk0 $non_clock_inputs
set_output_delay [expr $clk_period * $clk_io_pct] -clock clk0 [all_outputs]
[./run.sh]
#!/bin/bash
# OpenROAD 26Q1-2900-gdf79404cd8, Yosys 0.63+post, stock flow scripts
make -C /OpenROAD-flow-scripts/flow DESIGN_CONFIG=/design/flow/config.mk WORK_HOME=/design/flow/orfs finish
[./design.v]
module m4b(input [3:0]a,b,
		   output [7:0]s
		  );
	   wire [27:0]g;
	   and(s[0],a[0],b[0]);
	   and(g[0],a[1],b[0]);
	   and(g[1],a[0],b[1]);
	   ha ha0(g[0],g[1],s[1],g[2]);
	   and(g[3],a[2],b[0]);
	   and(g[4],a[1],b[1]);
	   and(g[5],a[0],b[2]);
	   fa fa0(g[2],g[3],g[4],g[6],g[7]);
	   fa fa1(g[6],g[7],g[5],s[2],g[8]);
	   and(g[9],a[3],b[0]);
	   and(g[10],a[2],b[1]);
	   and(g[11],a[1],b[2]);
	   and(g[12],a[0],b[3]);
	   fa fa2(g[8],g[9],g[10],g[13],g[14]);
	   fa fa3(g[11],g[13],g[14],g[15],g[16]);
	   fa fa4(g[12],g[15],g[16],s[3],g[17]);
	   and(g[18],a[3],b[1]);
	   and(g[19],a[2],b[2]);
	   and(g[20],a[1],b[3]);
	   fa fa5(g[17],g[18],g[19],g[21],g[22]);
	   fa fa6(g[20],g[21],g[22],s[4],g[23]);
	   and(g[24],a[3],b[2]);
	   and(g[25],a[2],b[3]);
	   fa fa7(g[23],g[24],g[25],s[5],g[26]);
	   and(g[27],a[3],b[3]);
	   ha ha1(g[26],g[27],s[6],s[7]);
endmodule
module fa(input a,b,c_in,
		  output s,c_out
		 );
	   assign s=a^b^c_in;
	   assign c_out=(a&b)|(b&c_in)|(c_in&a);
endmodule
module ha(input a,b,
		  output s,c
		 );
	   assign s=a^b;
	   assign c=a&b;
endmodule
==> results.toml <==
# flow metrics
[floorplan]
pin_count = 16
fp.coreArea_mm2 = 0.003416
die_h_um = 80
num_rows = 21
fp_util_pct = 9.890
die_w_um = 80
die_area_mm2 = 0.006400

[final_layout]
nFillCells = 393
area_growth_pct = 49.63
num-clock-buffers = 0
final_util_pct = 14.80
flops = 0
stdcell_count = 88
drive_gt1_share_pct = 2.381
regArea_um2 = 0

[worst_setup_path]
arrival_ns = 7.19
path_class = "in -> out"
cp_max_fo = 4
start_kind = "input pin"
required_ns = 7.52
critPathCaptureType = "output pin"
worstSetupStartpoint = "a[1]"
crit_end = "s[6]"

[final_timing]
rsz0062_at_grt = "no"
tightest_slew_ns = 0.1270
setup_viol = 0
finalSetupTns_ns = 0
hold_viol = 0
timing.fmax_mhz = 110.2
fin_crit_sh_pct = 96.52
final_max_slew_viol_count = 0
slew_headroom_pct = 91.51
min_period_ns = 9.073

[drt]
via_count = 232
drtIter0Drc = 1
detail-route-antenna-nets = 0
drcViolationCount = 0
wl_per_cell_um = 8.841
dr.pass1.iters = 2
viasPerCell = 2.636
n_antenna_cell = 0
wirelength_um = 778

[synthesis]
ys_area_um2 = 337.8
ys_cells = 33
synth_seq_share_pct = 0
synthCells = 33
synth.avg_cell_area_um2 = 10.24
yosysTopAreaCell = "fa_1"
synth_area_um2 = 337.8
common_cells = "and2_1 (16), fa_1 (8), buf_4 (7), ha_1 (2)"
most_common_cell = "and2_1"
yosys.area.top_type_share_pct = 47.41
ys_warn_count = 0
synth.distinct_cells = 4
synth.area.top_cells = "fa_1 (47%), and2_1 (30%), buf_4 (16%), ha_1 (7.4%)"

[power]
ir_worst_vdd_v = 0.000007971
powerDensity_mw_per_mm2 = 63.28
p_total_w = 0.00003199
power_leakage_nw = 0.1974

[run]
warnings = 32
max_cap_violations = 0

[placed_design]
portBuffers = 16
dp.cells = 88
globalplace.congestion = 0.7123

[grt]
grt_antenna_before_repair = 0
grt_pass1_vias = 322
grt_max_degree = 5
grt-ovfl-total = 0
grt_first_pass_wirelength_mm = 1.455
grt_use_total_pct = 2.678

[outcome]
status = "finished clean"

[clock_network]
cts_hold_buf = 0

[hold_path]
min_path_type = "in -> out"
## layout make-up
class / count / area [µm²] / area share, %
Tap cell: 46 / 57.56 / 11.39
Multi-Input combinational cell: 26 / 287.8 / 56.93
Timing Repair Buffer: 16 / 160.2 / 31.68
## critical path, stage by stage
cell and delay (ns):
clkdlybuf4s50_1 0.45, and2_1 0.18, ha_1 0.21, fa_1 0.50, fa_1 0.46, fa_1 0.57
fa_1 0.45, fa_2 0.38, fa_1 0.50, fa_1 0.43, fa_1 0.43, ha_1 0.28
clkdlybuf4s50_1 0.47
## layer usage
layer | share of wire (%) | vias to the layer above | global-route usage, %
met4 | 0 | 0 | 0
met1 | 30 | 115 | 2.566
met3 | 9.9 | 0 | 0.9091
met2 | 61 | 5 | 5.538
li1 | - | 112 | -
met5 | 0 | - | 0
## through the flow
stage          setup slack [ns]  hold slack, ns  area [µm²]
2_1_floorplan             1.153           3.832       337.8
6_report                 0.3269           4.772       505.5
5_1_grt                 0.04285           4.811       505.5
3_3_place_gp             0.2299           4.768       503.0
3_5_place_dp             0.2301           4.779       503.0
4_1_cts                  0.2187           4.778       503.0
## power by group
part / switching [W] / total (W) / internal, W
Sequential: 0 / 0 / 0
Combinational: 0.00000998 / 0.0000320 / 0.0000220
Clock: 0 / 0 / 0
Total: 0.00000998 / 0.0000320 / 0.0000220
## placed cells by master (no fill, tap or decap)
cell type and n:
clkdlybuf4s50_1 16, fa_2 1, ha_1 2, fa_1 7
and2_1 16
## how the worst min path moves through the flow
stage         startpoint   end  slack [ns]  depth (start not counted)
CTS                 b[0]  s[0]        4.78                          3
global route        b[0]  s[0]        4.81                          3
finish              b[0]  s[0]        4.77                          3
## cell families after synthesis
logic type | share of synthesized area (%)
AND/OR/NAND/NOR | 29.63
buffers and inverters | 15.56
adder cells (fa/ha/maj) | 54.81
## repair_timing
item | in CTS | in global routing
gates resized | 0 | 1
setup endpoints to repair | 0 | 1
setup buffers | 0 | 0
Power is estimated from default activity; no workload was simulated.
