File: flow/run.sh
#!/bin/bash
# OpenROAD 26Q1-2900-gdf79404cd8, Yosys 0.63+post, stock flow scripts
make -C /OpenROAD-flow-scripts/flow DESIGN_CONFIG=/design/flow/config.mk WORK_HOME=/design/flow/orfs finish
File: flow/config.mk
export PLATFORM = sky130hd
export DESIGN_NAME = booths_multiplier
export DESIGN_NICKNAME = booths_multiplier
export VERILOG_FILES = /design/flow/design.v
export SDC_FILE = /design/flow/constraint.sdc
export NUM_CORES = 4
export LEC_CHECK = 1
export CORE_AREA = 10 10 84 84
export DIE_AREA = 0 0 94 94
File: flow/constraint.sdc
current_design booths_multiplier

set clk_period 9.1
set clk_io_pct 0.2

create_clock -name clk0 -period $clk_period

set non_clock_inputs [all_inputs -no_clocks]
set_input_delay [expr $clk_period * $clk_io_pct] -clock clk0 $non_clock_inputs
set_output_delay [expr $clk_period * $clk_io_pct] -clock clk0 [all_outputs]
File: flow/design.v
module booths_multiplier(
  input signed [3:0] multiplicand, multiplier,
  output reg signed [7:0] product
  );
  reg [1:0] booth_state;
  integer bit_index;
  reg current_bit;
  reg [3:0] neg_multiplier;
  always @(multiplicand, multiplier)
  begin
    product = 8'd0;
    current_bit = 1'b0;
    neg_multiplier = -multiplier;
    for (bit_index = 0; bit_index < 4; bit_index = bit_index + 1)
    begin
      booth_state = { multiplicand[bit_index], current_bit };
      case(booth_state)
        2'd2 : product[7:4] = product[7:4] + neg_multiplier;
        2'd1 : product[7:4] = product[7:4] + multiplier;
      endcase
      product = product >> 1;
      product[7] = product[6];
      current_bit = multiplicand[bit_index];
    end
  end
endmodule
==> impl_metrics.ini <==
; physical design summary
[critical_path]
critical-path-max-stage-delay_ns = 0.65
slowest_stage = clkdlybuf4s50_1
crit_type = in2out
start_kind = input pin
worst_path_most_repeated_cell = ha_1
end_kind = output pin
critPathRequiredTime_ns = 7.28
crit_arrival_ns = 6.80
cp_cell_sequence = clkdlybuf4s50_1 > ha_1 > mux2_2 > ha_1 > nand2_1 > nor2_1 > or4b_4 > a32oi_4 > inv_1 > ha_1 > a21oi_1 > xnor3_1 > nor2b_1 > xnor2_2 > ha_1 > a21oi_1 > xnor2_1 > nor2_1 > xor2_1 > clkdlybuf4s50_1
crit_fanout = 8

[sta]
slew_headroom_pct = 66.66
tightest_slew_ns = 0.4949
hold_violations = 0
finalSetupTns_ns = 0
setup_violations = 0
layout_min_cycle_time_ns = 8.615
grt_setup_unrepaired = no
setup_ws_ns = 0.4849
final_max_slew_viol_count = 0
fin_hold_ws_ns = 4.423
fmax_mhz = 116.1
finalCritPeriodShare_pct = 94.67

[clock_tree]
cts_setup_buffers = 0

[yosys]
synth-cells-yosys = 93
syn-cell-area_um2 = 749.5
top_area_cell = ha_1
netlist_instances = 93
top_area_share_pct = 20.03
ys_seq_share_pct = 0
yosys-stat-area_um2 = 749.5
synth_warnings = 1
ys_types = 27
area_leaders = ha_1 20%, mux2_2 12%, fa_1 8.0%
synth_area_per_cell_um2 = 8.059

[min_path]
hold_start = multiplier[0]
hp-class = in2out
min_path_cells = 4
worstHoldEndpoint = product[1]

[placed_design]
place.gp.congestion = 0.8254
place.port_buffers = 16
place_ws_ns = 0.2572
hpwlAfterDp_um = 1506

[global_routing]
track_usage_pct = 4.136
grt_antenna_before_repair = 0
grt_pass1_vias = 687
grt_pass1_wl_um = 3139
grt_max_degree = 9
grt_overflow = 0

[finish]
syn_to_final_growth_pct = 34.06
seq_cells = 0
drive_gt1_share_pct = 13.89
final_cell_mix = 13 x clkdlybuf4s50_1, 12 x inv_1, 12 x ha_1
nFillCells = 609
register_area_um2 = 0
clock_buffers = 0
lay_top_count = clkdlybuf4s50_1

[floorplanning]
ios = 16
fp-row-count = 26
die_w_um = 94
initCoreUtil_pct = 14.40
coreArea_um2 = 5205
dieArea_um2 = 8836
die_h_um = 94

[routing]
drt_iter0_drc = 28
wl_um = 1727
drcViolationCount = 0
diodes = 0
avgRoutedWirePerCell_um = 9.702
drt.antenna.violating_nets = 0
vias_per_cell = 3.607
vias = 642
dr.pass1.iters = 4

[status]
status = complete, no violations

[job]
drv_cap = 0
warning_count = 32

[pwr]
power_density_nw_per_um2 = 121.0
p_leak_nw = 0.4820
ir_drop_uv = 55.58
## what timing repair did
item / 4_1_cts / 5_1_grt
endpoints found under the setup margin: 0 / 2
gates resized: 0 / 4
hold buffers: 0 / 0
## final cells by class
cell class         instances  area (um2)  share of cell area [%]
multi-input cells         78       689.4                   68.62
repair buffers            18       182.7                   18.18
well taps                 70       87.58                   8.717
inverters                 12       45.04                   4.483
## cells by family (layout without fill, tap and decap cells)
family,after synthesis,in the layout,synth area share (%)
and+or+nand+nor,26,26,17.53
AOI/OAI and AO/OA,16,16,16.36
xor gates and xnor gates,13,13,17.03
buffers and inverters,15,30,9.014
muxes,8,8,12.02
adders and majority gates,15,15,28.05
## metrics by stage
stage	utilization, %	total power, W	cell area (um2)	instances
CTS	19.01	0.0001238	989.7	178
finish	19.30	0.0001215	1005	178
global placement	19.01	0.0001223	989.7	178
global route	19.30	0.0001397	1005	178
detailed placement	19.01	0.0001225	989.7	178
floorplan	-	0.00007659	749.5	93
## how the worst max path moves through the flow
stage                    from         end  slack, ns
CTS             multiplier[0]  product[6]       0.23
global route    multiplier[2]  product[7]        0.1
finish        multiplicand[0]  product[6]       0.48
## per-layer routing
| layer | GRT usage [%] | vias to the layer above | wire length (um) |
|---|---|---|---|
| met5 | 0 | - | 0 |
| met4 | 0 | 0 | 0 |
| met3 | 0.4847 | 0 | 46 |
| met2 | 7.143 | 8 | 804 |
| met1 | 5.697 | 281 | 876 |
| li1 | - | 353 | - |
## critical path, delay by kind of cell
kind,cells,cell delay (ns)
adders and majority gates,4,1.17
buffers and inverters,3,1.22
AOI/OAI and AO/OA,3,0.58
and+or+nand+nor,5,0.91
xor gates and xnor gates,4,0.71
muxes,1,0.38
## synth_stat cells, types with 3 or more instances
master	instances
inv_1	12
nor2_1	10
a21o_1	3
nand2_1	6
mux2_2	8
a21oi_1	4
xnor2_1	6
xor2_1	6
ha_1	12
o21ai_0	3
fa_1	3
## where the power goes
| group | internal [W] | switching (W) | total, W |
|---|---|---|---|
| Clock | 0 | 0 | 0 |
| Sequential | 0 | 0 | 0 |
| Combinational | 0.0000739 | 0.0000477 | 0.000122 |
No activity file was given, so power comes from the tool's default toggle rates.
