File: config.mk
export PLATFORM = sky130hd
export DESIGN_NAME = csa
export DESIGN_NICKNAME = csa
export VERILOG_FILES = /design/flow/design.v
export SDC_FILE = /design/flow/constraint.sdc
export NUM_CORES = 4
export LEC_CHECK = 1
export CORE_AREA = 10 10 70 70
export DIE_AREA = 0 0 80 80
File: design.v
module csa(
    input [3:0] A,   
    input [3:0] B,   
    input Cin,       
    output [3:0] S,  
    output Cout      
);
    wire [3:0] sum0, sum1;     
    wire [3:1] carry0, carry1;  
    wire mux_cout;             
    full_adder FA0_0(.A(A[0]), .B(B[0]), .Cin(1'b0), .Sum(sum0[0]), .Cout(carry0[1]));
    full_adder FA1_0(.A(A[1]), .B(B[1]), .Cin(carry0[1]), .Sum(sum0[1]), .Cout(carry0[2]));
    full_adder FA2_0(.A(A[2]), .B(B[2]), .Cin(carry0[2]), .Sum(sum0[2]), .Cout(carry0[3]));
    full_adder FA3_0(.A(A[3]), .B(B[3]), .Cin(carry0[3]), .Sum(sum0[3]), .Cout(mux_cout));
    full_adder FA0_1(.A(A[0]), .B(B[0]), .Cin(1'b1), .Sum(sum1[0]), .Cout(carry1[1]));
    full_adder FA1_1(.A(A[1]), .B(B[1]), .Cin(carry1[1]), .Sum(sum1[1]), .Cout(carry1[2]));
    full_adder FA2_1(.A(A[2]), .B(B[2]), .Cin(carry1[2]), .Sum(sum1[2]), .Cout(carry1[3]));
    full_adder FA3_1(.A(A[3]), .B(B[3]), .Cin(carry1[3]), .Sum(sum1[3]), .Cout(Cout));
    mux2x1 MUX0(.in0(sum0[0]), .in1(sum1[0]), .sel(Cin), .out(S[0]));
    mux2x1 MUX1(.in0(sum0[1]), .in1(sum1[1]), .sel(Cin), .out(S[1]));
    mux2x1 MUX2(.in0(sum0[2]), .in1(sum1[2]), .sel(Cin), .out(S[2]));
    mux2x1 MUX3(.in0(sum0[3]), .in1(sum1[3]), .sel(Cin), .out(S[3]));
    mux2x1 MUX_COUT(.in0(mux_cout), .in1(carry1[3]), .sel(Cin), .out(Cout));
endmodule
module full_adder (
    input A,        
    input B,        
    input Cin,      
    output Sum,     
    output Cout     
);
    assign Sum = A ^ B ^ Cin;
    assign Cout = (A & B) | (B & Cin) | (Cin & A);
endmodule
module mux2x1 (
    input in0,      
    input in1,      
    input sel,      
    output out      
);
    assign out = (sel) ? in1 : in0;
endmodule
File: run.sh
#!/bin/bash
# OpenROAD 26Q1-2900-gdf79404cd8, Yosys 0.63+post, stock flow scripts
make -C /OpenROAD-flow-scripts/flow DESIGN_CONFIG=/design/flow/config.mk WORK_HOME=/design/flow/orfs finish
File: constraint.sdc
current_design csa

set clk_period 1.8
set clk_io_pct 0.2

create_clock -name clk0 -period $clk_period

set non_clock_inputs [all_inputs -no_clocks]
set_input_delay [expr $clk_period * $clk_io_pct] -clock clk0 $non_clock_inputs
set_output_delay [expr $clk_period * $clk_io_pct] -clock clk0 [all_outputs]
==> metrics.yaml <==
sta:
  hold_ws_ns: 1.13
  layout_min_cycle_time_ns: 1.77
  finalSetupViolations: 0
  post-route-period-util_pct: 98.3
  tightest_slew_ns: 0.285
  fmax_mhz: 565
  rsz0062_at_grt: "true"
  finalSetupTns_ns: 0
  slew_violations: 0
  slew_headroom_pct: 80.8
  finalHoldViolCount: 0
  fin_ws_ns: 0.0308
worst_hold_path:
  holdPathEnd: "Cout"
  hold_depth: 4
  min_from: "Cin"
  hold_path.class: "in -> out"
setup_path:
  cp-start-kind: "input pin"
  worstPathArrival_ns: 1.41
  required_ns: 1.44
  crit_type: "in -> out"
  worstSetupEndpointType: "output pin"
  path_max_fanout: 2
synthesis:
  yosys-top-cells-count: "ha_1 (5), nor2_1 (5), buf_4 (4), inv_1 (4), xor2_1 (3)"
  ys_types: 14
  synth_top_area_share_pct: 27.0
  post_synth.cell_area_avg_um2: 7.47
  ys_seq_share_pct: 0
  synthCells: 31
  synth_warnings: 1
  yosys-stat-cells: 31
  top_area_cell: "ha_1"
  ys_area_um2: 231
  top_cells_by_area: "ha_1 (27%), buf_4 (13%), xor2_1 (11%), nor2_1 (8.1%), o311ai_2 (7.0%)"
  netlist_area_um2: 231
grt:
  grt_max_degree: 4
  grt.total_usage_pct: 2.59
  grt_pass1_wl_mm: 1.38
  antenna_found_initial: 0
  grt_pass1_vias: 294
  overflow: 0
run:
  openroad.warnings: 34
  maxCapViolations: 0
die:
  io_pins: 14
  die_w_um: 80
  die_area_um2: 6400
  die_h_um: 80
  core-area_um2: 3420
  rows: 21
  fp_util_pct: 6.78
cells_and_area:
  register_area_um2: 0
  flop-count: 0
  area_growth_pct: 130
  post_route_cells_drive_above_1_share_pct: 66.0
  fin_util_pct: 15.6
  nClkBuffers: 0
pwr:
  pwr-share-seq_pct: 0
  p_leak_nw: 0.227
  p_per_area_nw_per_um2: 259
  ir_drop_v: 0.0000433
  switching_share_pct: 38.1
  power_frac_comb_pct: 100.0
  pwr-share-clk_pct: 0
  p_int_mw: 0.0852
  p_switching_mw: 0.0525
route:
  num_vias: 291
  avgViaCountPerCell: 2.94
  dr.pass1.iters: 4
  wl_um: 844
  antenna_cells: 0
  drc: 0
  ant_nets: 0
  wire_per_inst_um: 8.53
  initialDrtViolationCount: 9
placement:
  gp_congestion: 0.731
  io_buffers: 14
  place_hpwl_um: 664
  post-place-ws_ns: -0.778
run_status:
  run_status: "complete, no violations"
critical path, cell delays in order:
cell      delay [ns]
buf_8           0.08
inv_4           0.03
ha_4            0.14
inv_2           0.04
mux2i_2         0.07
buf_4           0.16
o311ai_4        0.25
xor2_1          0.17
buf_2           0.11
power groups by stage:
stage	clock network, mW	logic [mW]	registers (mW)
after CTS	0	0.134	0
after global routing	0	0.153	0
final	0	0.138	0
cell usage in the layout, fill, tap and decap left out:
cell             synthesis  final
buf_4                    4     12
buf_2                    0      5
nor2_1                   5      4
xor2_1                   3      3
clkbuf_2                 0      3
dlygate4sd2_1            0      3
inv_4                    0      2
ha_4                     0      2
ha_2                     0      2
buf_8                    0      2
nor2_2                   0      1
inv_2                    0      1
mux2i_2                  0      1
o21bai_4                 0      1
inv_1                    4      1
o22ai_1                  1      1
o21ai_0                  2      1
a221oi_2                 0      1
nor3_1                   1      1
a31oi_1                  1      1
o21ai_1                  0      1
o311ai_4                 0      1
xnor2_2                  0      1
ha_1                     5      1
clkdlybuf4s50_1          0      1
layout make-up:
| type | count | area (um2) |
|---|---|---|
| Inverter | 4 | 20.0 |
| Fill cell | 392 | 2880 |
| Multi-Input combinational cell | 23 | 258 |
| Tap cell | 46 | 57.6 |
| Timing Repair Buffer | 26 | 196 |
timing repair:
action | in CTS | in global routing
buffers inserted | 3 | 0
pin swaps | 8 | 5
hold buffers | 0 | 0
endpoints found under the setup margin | 5 | 3
gates resized | 49 | 10
per-layer routing:
layer	wire [um]	GRT usage (%)	part of all wire [%]	vias to the layer above
met2	337	3.93	40	11
met3	78	0.682	9.2	0
met4	0	0	0	0
met1	428	3.77	51	130
met5	0	0	0	-
li1	-	-	-	150
worst max path at each step:
stage | start | slack [ns] | cells after the start | endpoint
4_1_cts | B[0] | 0.003 | 9 | S[2]
5_1_grt | A[0] | -0.04 | 9 | S[3]
6_report | A[0] | 0.03 | 9 | S[3]
metrics by stage:
stage	instance area, um2	power (mW)	cells
after global routing	532	0.153	99
after global placement	467	0.126	96
after floorplan	231	0.0600	31
final	532	0.138	99
after detailed placement	467	0.126	96
after CTS	515	0.134	99
cell families after synthesis:
kind of cell               count (synthesis)  share of synthesized area [%]
buffers and inverters                      8                           19.5
and+or+nand+nor                            6                           10.3
muxes                                      1                           4.32
AOI/OAI and AO/OA                          7                           23.8
adders and majority gates                  5                           27.0
xor gates and xnor gates                   4                           15.1
No activity file was given, so power comes from the tool's default toggle rates.
